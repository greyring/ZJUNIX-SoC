===== flow/run.sh =====
#!/bin/bash
# OpenROAD 26Q1-2900-gdf79404cd8, Yosys 0.63+post, stock flow scripts
make -C /OpenROAD-flow-scripts/flow DESIGN_CONFIG=/design/flow/config.mk WORK_HOME=/design/flow/orfs finish

===== flow/config.mk =====
export PLATFORM = sky130hd
export DESIGN_NAME = BranchPredictor
export DESIGN_NICKNAME = BranchPredictor
export VERILOG_FILES = /design/flow/design.v
export SDC_FILE = /design/flow/constraint.sdc
export NUM_CORES = 4
export LEC_CHECK = 1
export CORE_UTILIZATION = 50
export SYNTH_MEMORY_MAX_BITS = 65536

===== flow/constraint.sdc =====
current_design BranchPredictor

set clk_period 710.5
set clk_io_pct 0.2

create_clock -name clk0 -period $clk_period [get_ports {clk}]

set non_clock_inputs [all_inputs -no_clocks]
set_input_delay [expr $clk_period * $clk_io_pct] -clock clk0 $non_clock_inputs
set_output_delay [expr $clk_period * $clk_io_pct] -clock clk0 [all_outputs]

===== flow/design.v =====
`timescale 1ns / 1ps
module BranchPredictor(
	input clk, input rst, input stall, input [31:0] PC, input [31:0] branchDest,
	input ID_branchCond, input EX_branchCond, input branchTaken, input exc_flush,
	output reg [31:0] nextPC, output BP_flush
);
	wire prediction;
	wire [1:0] recRead;
	reg [1:0] recRead_buf;
	reg [1:0] recWrite;
	wire [31:0] PCincr = PC + 3'h4;
	reg [12:0] PCbuf0, PCbuf1;
	reg [31:0] PCcorrection;
	reg prediction_buf;
	always @ (posedge clk)
	begin
		if(rst | exc_flush)
		begin
			PCcorrection <= 32'h0;
			prediction_buf <= 1'b0;
			recRead_buf <= 2'b00;
			PCbuf0 <= 13'h0;
			PCbuf1 <= 13'h0;
		end
		else if(~stall)
		begin
			PCcorrection <= prediction? PCincr: branchDest;
			prediction_buf <= prediction;
			recRead_buf <= recRead;
			PCbuf0 <= PC[14:2];
			PCbuf1 <= PCbuf0;
		end
	end
	assign BP_flush = EX_branchCond & (branchTaken ^ prediction_buf);
	always @*
	begin
		if(ID_branchCond) 
			nextPC <= prediction? branchDest: PCincr;
		else 
			nextPC <= BP_flush? PCcorrection: branchDest;
		case({branchTaken, recRead_buf})
		3'b000, 3'b001: recWrite <= 2'b00;
		3'b100, 3'b010: recWrite <= 2'b01;
		3'b101, 3'b011: recWrite <= 2'b10;
		3'b111, 3'b110: recWrite <= 2'b11;
		endcase
	end
	assign prediction = recRead[1];
	reg [1:0] recBuffer[8191:0];
	reg [1:0] _recRead;
	always @ (posedge clk)
	begin
		if(EX_branchCond)
			recBuffer[PCbuf1] <= recWrite;
		_recRead <= recBuffer[PC[14:2]];
	end
	assign recRead = _recRead;
	integer i;
	initial for(i = 0; i < 8192; i = i+1) recBuffer[i] <= 2'b00;
endmodule

==> results_tabular.tex <==
% Yosys + OpenROAD metrics
\begin{tabular}{lr}
\hline
Metric & Value \\
\hline
\multicolumn{2}{l}{\textbf{Run status}} \\
\quad Status & finished with violations \\
\quad Failing checks & max-capacitance violations, max-slew violations \\
\multicolumn{2}{l}{\textbf{Floorplanning}} \\
\quad Io pins & 104 \\
\quad Standard-cell row count & 425 \\
\quad Die X-Extent & 1.16 mm \\
\quad Core Density at Floorplan & 50.1\% \\
\quad Placeable core region & 1340000 um2 \\
\quad Die Y & 1.16 mm \\
\quad Chip area & 1350000 um2 \\
\multicolumn{2}{l}{\textbf{Critical path}} \\
\quad Maximum fanout along the worst path & 38 \\
\quad Worst reg-to-reg path cell count & 11 \\
\quad Critical path depth & 14 \\
\quad Critical R2R Capture & recBuffer[3214][0] \\
\quad Critical Path Max Stage Delay & 1060 ps \\
\quad Largest delay share family, worst path & simple AND/OR/NAND/NOR gates \\
\quad Critical path cell sequence & buf\_16, buf\_4, and2\_4, nand2\_1, nor4\_2, buf\_4, and2b\_1, and2\_1, and2b\_1, and3\_1, xor2\_1, mux2i\_1, a21oi\_1, clkdlybuf4s50\_1 \\
\quad Worst path slowest cell & sky130\_fd\_sc\_hd\_\_nor4\_2 \\
\quad Worst R2R Start & recRead\_buf[1] \\
\quad Crit Path Category & in -> out \\
\quad Kind of start point of the critical path & input pin \\
\quad Element type at the critical path end & output port \\
\quad Number of buffers and inverters on the critical path & 4 \\
\quad Worst path required time & 568400 ps \\
\quad WP data arrival & 146740 ps \\
\quad Minimum setup slack among reg-to-reg paths & 702710 ps \\
\multicolumn{2}{l}{\textbf{Clock tree}} \\
\quad Clk\_lat worst skew & 1400 ps \\
\quad Buffer levels on the longest clock path & 6 \\
\quad H-tree Lvls & 7 \\
\quad Num CTS Buffers & 1734 \\
\quad CTS tree & yes \\
\quad Post-CTS sizing & 0 \\
\quad Number of clock sinks & 16400 \\
\quad Hold buffers post-CTS & 0 \\
\quad Clk Tree Root Cell & sky130\_fd\_sc\_hd\_\_clkbuf\_16 \\
\quad Number of post-CTS setup repair buffers & 0 \\
\quad Clock-pin slew reported for the worst setup and hold paths after clock tree synthesis & 60 ps \\
\multicolumn{2}{l}{\textbf{Detailed routing}} \\
\quad Vias & 371000 \\
\quad First-pass iteration count of the detailed router & 9 \\
\quad Remaining DRCs & 0 \\
\quad Via density & 6.41 \\
\quad Post-route ant nets & 0 \\
\quad Starting DRT DRC Count & 29000 \\
\quad DR WL/cell & 39.1 um \\
\quad WL final & 2260 mm \\
\multicolumn{2}{l}{\textbf{Logic synthesis}} \\
\quad Total cells reported by yosys after synthesis & 37800 \\
\quad Post-synth tally of flip-flops with integrated enable & 16400 \\
\quad Cell variety after synth & 99 \\
\quad Synthesis Warnings & 1 \\
\quad Share of the yosys chip area belonging to registers & 73.6\% \\
\quad Average cell area after synthesis & 17.7 um2 \\
\quad Flip-flop cell with the highest count after synthesis & sky130\_fd\_sc\_hd\_\_edfxtp\_1 \\
\quad Yosys synthesis chip area & 670000 um2 \\
\quad Async S/R FF share, synth & 0\% \\
\quad Number of storage elements in the synthesis netlist & 16400 \\
\quad Post-Synthesis Cell Area & 670000 um2 \\
\quad Cells after Synth & 37800 \\
\multicolumn{2}{l}{\textbf{Placement}} \\
\quad RePlAce Congestion & 0.951 \\
\quad Dpl ws & 421800 ps \\
\quad Placed Cells incl. Taps & 54200 \\
\quad PortBufs & 103 \\
\quad HPWL reported at the end of detailed placement & 1410 mm \\
\multicolumn{2}{l}{\textbf{Global route}} \\
\quad Global-route wire length before repair & 3110 mm \\
\quad Number of antenna violations at the first check in global routing & 212 \\
\quad Sum of overflow across all layers after global routing & 0 \\
\quad Via count of the first global-routing pass & 400000 \\
\quad Pin count of the biggest net entering global routing & 174 \\
\quad GR Util All Layers & 38.0\% \\
\multicolumn{2}{l}{\textbf{Timing}} \\
\quad Accumulated negative setup slack & 0 ps \\
\quad Worst relative slew slack & -1.09\% \\
\quad Post-route clock skew & 133 ps \\
\quad Final setup violation count & 0 \\
\quad Fmax & 3.46 MHz \\
\quad Post-route minimum period & 288840 ps \\
\quad Transition time at the pin with the least slew margin & 1510 ps \\
\quad Hold Vio Cnt, Final & 0 \\
\quad Unrepaired setup endpoints after global routing & false \\
\quad Final setup margin & 421660 ps \\
\quad Max Slew Vio Count & 6 \\
\quad Final period util & 40.7\% \\
\multicolumn{2}{l}{\textbf{Power}} \\
\quad Power after layout & 2.07 mW \\
\quad Worst vdd ir & 0.00229 mV \\
\quad Power density relative to cell area & 2.77 nW/um2 \\
\quad Static leakage & 233 nW \\
\multicolumn{2}{l}{\textbf{Final layout}} \\
\quad Final non-filler cell total & 57800 \\
\quad Fraction of layout cells with a size suffix above 1 & 21.0\% \\
\quad Synth-to-layout area growth & 11.5\% \\
\multicolumn{2}{l}{\textbf{Job}} \\
\quad Max Cap Viol & 1 \\
\quad Log Warnings & 125 \\
\multicolumn{2}{l}{\textbf{Hold path}} \\
\quad Worst Hold End & PCcorrection[21] \\
\quad Launch point of the worst hold path & PCcorrection[21] \\
\quad Kind of path behind the tightest hold check & reg -> reg \\
\quad Number of instances on the worst hold path & 2 \\
\hline
\end{tabular}
-- Yosys cell counts (37+ instances only) --
cell	count	area, um2
sky130_fd_sc_hd__edfxtp_1	16400	492000
sky130_fd_sc_hd__nor2_1	8446	31700
sky130_fd_sc_hd__mux4_2	3603	81100
sky130_fd_sc_hd__clkbuf_1	1785	6700
sky130_fd_sc_hd__mux2i_1	1392	13900
sky130_fd_sc_hd__nand2_1	945	3550
sky130_fd_sc_hd__a22oi_1	699	5250
sky130_fd_sc_hd__buf_2	471	2360
sky130_fd_sc_hd__a21oi_1	469	2350
sky130_fd_sc_hd__o22ai_1	335	2100
sky130_fd_sc_hd__nand3_1	305	1530
sky130_fd_sc_hd__buf_4	291	2180
sky130_fd_sc_hd__buf_1	259	972
sky130_fd_sc_hd__buf_6	214	2410
sky130_fd_sc_hd__o21ai_0	183	916
sky130_fd_sc_hd__mux4_1	172	4520
sky130_fd_sc_hd__nor3_1	146	731
sky130_fd_sc_hd__a211oi_1	144	1080
sky130_fd_sc_hd__buf_8	140	2100
sky130_fd_sc_hd__o221ai_1	136	1190
sky130_fd_sc_hd__a221oi_1	122	1070
sky130_fd_sc_hd__a31oi_1	111	694
sky130_fd_sc_hd__and3_1	106	663
sky130_fd_sc_hd__nand4_1	69	432
sky130_fd_sc_hd__dfxtp_1	62	1240
sky130_fd_sc_hd__a22o_1	60	526
sky130_fd_sc_hd__a32oi_1	58	508
sky130_fd_sc_hd__o211ai_1	55	413
sky130_fd_sc_hd__a311oi_1	42	368
sky130_fd_sc_hd__o2111ai_1	42	368
sky130_fd_sc_hd__buf_12	39	781
sky130_fd_sc_hd__mux2_2	38	428
sky130_fd_sc_hd__clkbuf_8	37	509
-- how the worst max path moves through the flow --
stage | slack [ps] | end | startpoint
finish | 421660 | nextPC[31] | PC[3]
global route | 421520 | nextPC[29] | PC[3]
CTS | 421800 | nextPC[31] | PC[3]
-- registers in the layout, indices dropped and copies added (netlist names) --
signal / cells
PCbuf1: 13
_recRead: 2
recRead_buf: 2
PCbuf0: 13
recBuffer: 16384
PCcorrection: 32
-- per-stage QoR --
stage	utilization (%)	instance area [um2]	hold WS, ps
floorplan	-	670000	436
global placement	51.7	692000	446
detailed placement	51.7	692000	447
CTS	55.8	746000	456
global route	55.8	747000	479
finish	55.9	747000	457
-- cells in the final DEF, fill, tap and decap left out, drive strengths merged, types with 146 or more instances in the layout --
cell	count
clkbuf	2102
mux2i	1392
nand2	945
nand3	305
mux4	3775
a21oi	469
nor3	146
o21ai	192
edfxtp	16400
buf	1879
o22ai	335
clkinv	751
a22oi	706
nor2	8448
diode	473
bufinv	160
-- metal layers --
| layer | wire length (um) | global-route usage [%] | vias up |
|---|---|---|---|
| li1 | - | - | 150000 |
| met1 | 612000 | 41.2 | 186000 |
| met2 | 977000 | 48.9 | 28500 |
| met3 | 503000 | 35.8 | 5290 |
| met4 | 148000 | 19.2 | 370 |
| met5 | 17700 | 11.0 | - |
-- cell type report --
type	instances	area, um2
fillers	98500	590000
well taps	17700	22200
clock inverters	990	8840
inverters	15	113
diodes	473	1180
repair buffers	1971	15700
flip-flops and latches	16400	493000
multi-input cells	18100	161000
clock buffers	2102	45200
-- where the power goes --
group          total, mW  internal [mW]  switching, mW  leakage, nW
combinational      0.118         0.0343         0.0839         54.9
clock              0.877          0.507          0.369         26.4
sequential          1.08           1.08       0.000181          152
-- logic make-up after synthesis --
kind of cell | share of synthesized area [%]
AOI/OAI and AO/OA | 2.77
xor gates and xnor gates | 0.0379
adders and majority gates | 0.00485
buffers and inverters | 2.72
DFF | 73.6
muxes | 14.9
and+or+nand+nor | 5.96
-- worst reg2reg max path: stages, from the launching register on --
cell and delay (ps):
sky130_fd_sc_hd__dfxtp_1 450, sky130_fd_sc_hd__maj3_4 650, sky130_fd_sc_hd__buf_4 540, sky130_fd_sc_hd__buf_4 440, sky130_fd_sc_hd__buf_4 570, sky130_fd_sc_hd__buf_4 720, sky130_fd_sc_hd__buf_4 730, sky130_fd_sc_hd__buf_4 550
sky130_fd_sc_hd__buf_4 610, sky130_fd_sc_hd__buf_4 700, sky130_fd_sc_hd__buf_4 670, sky130_fd_sc_hd__buf_4 780
Power is estimated from default activity; no workload was simulated.
