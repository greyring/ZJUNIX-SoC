==> ./design.v <==
`timescale 1ns / 1ps
module Cp0(
	input clk, input rst,
	input EX_flush,
	input [2:0] op, input [4:0] rdField, input [2:0] selField, input [31:0] dataIn,
	input [1:0] copNum,
	output reg eret,
	output reg [31:0] dataOut,
	input [4:0] interruptReq,
	input [31:0] regEntryLo0In, output [31:0] regEntryLo0Out,
	input [31:0] regEntryLo1In, output [31:0] regEntryLo1Out,
	input [31:0] regEntryHiIn, output [31:0] regEntryHiOut,
	input [31:0] regPageMaskIn, output [31:0] regPageMaskOut,
	input [31:0] regIndexIn, output [31:0] regIndexOut,
	output [4:0] regWiredOut, input [4:0] regRandomIn,
	output regWiredWrite, output [1:0] TLBop,
	output [31:0] regEPCOut, output [31:0] regErrorEPCOut,
	output statusEXL, output statusERL, output statusBEV, output causeIV,
	output userMode, output interrupt, output [3:0] copAccess,
	input [31:0] regEPCIn, input bdIn, input [4:0] excCodeIn,
	input excAccept, input [31:0] badVAddrIn, input writeBadVAddr
);
	wire [31:0] regIndex, regIndexWe, regIndexDin; 
	wire [31:0] regRandom, regRandomWe, regRandomDin; 
	wire [31:0] regEntryLo0, regEntryLo0We, regEntryLo0Din; 
	wire [31:0] regEntryLo1, regEntryLo1We, regEntryLo1Din; 
	wire [31:0] regContext, regContextWe, regContextDin; 
	wire [31:0] regPageMask, regPageMaskWe, regPageMaskDin; 
	wire [31:0] regWired; 
	wire [31:0] regBadVAddr, regBadVAddrWe, regBadVAddrDin; 
	wire [31:0] regCount; 
	wire [31:0] regEntryHi, regEntryHiWe, regEntryHiDin; 
	wire [31:0] regCompare; 
	wire [31:0] regStatus, regStatusWe, regStatusDin; 
	wire [31:0] regCause, regCauseWe, regCauseDin; 
	wire [31:0] regEPC, regEPCWe, regEPCDin; 
	wire [31:0] regPRId; 
	wire [31:0] regConfig; 
	wire [31:0] regConfig1; 
	wire [31:0] regErrorEPC; 
	reg [63:0] regSysTimer;
	wire [63:0] regSysTimerNext = regSysTimer + 1'b1;
	always @ (posedge clk)
	begin
		if(rst)
			regSysTimer <= 64'h0;
		else
			regSysTimer <= regSysTimerNext;
	end
	reg [31:0] dataIn_reg;
	reg [4:0] rdField_reg;
	reg [2:0] selField_reg;
	wire [31:0] cp0RegWe;
	reg [31:0] cp0RegWe_reg;
	reg [1:0] tlbOp;
	reg tlbp, tlbr;
	reg excAccept_reg;
	reg [1:0] statusEXL_reg; 
	Cp0Reg #(.SOFTWARE_MASK(32'h0000001f), .RESET_STATE(0)) RegIndex(.clk(clk), .rst(rst),
		.sDin(dataIn_reg), .sWe(cp0RegWe[0]), .hDin(regIndexDin), .hWe(regIndexWe), .dout(regIndex));
	assign regRandom = regRandomDin;
	Cp0Reg #(.SOFTWARE_MASK(32'h03ffffff), .RESET_STATE(0)) RegEntryLo0(.clk(clk), .rst(rst),
		.sDin(dataIn_reg), .sWe(cp0RegWe[2]), .hDin(regEntryLo0Din), .hWe(regEntryLo0We), .dout(regEntryLo0));
	Cp0Reg #(.SOFTWARE_MASK(32'h03ffffff), .RESET_STATE(0)) RegEntryLo1(.clk(clk), .rst(rst),
		.sDin(dataIn_reg), .sWe(cp0RegWe[3]), .hDin(regEntryLo1Din), .hWe(regEntryLo1We), .dout(regEntryLo1));
	Cp0Reg #(.SOFTWARE_MASK(32'hff800000), .RESET_STATE(0)) RegContext(.clk(clk), .rst(rst),
		.sDin(dataIn_reg), .sWe(cp0RegWe[4]), .hDin(regContextDin), .hWe(regContextWe), .dout(regContext));
	Cp0Reg #(.SOFTWARE_MASK(32'h1fffe000), .RESET_STATE(0)) RegPageMask(.clk(clk), .rst(rst),
		.sDin(dataIn_reg), .sWe(cp0RegWe[5]), .hDin(regPageMaskDin), .hWe(regPageMaskWe), .dout(regPageMask));
	Cp0Reg #(.SOFTWARE_MASK(32'h0000001f), .RESET_STATE(0)) RegWired(.clk(clk), .rst(rst),
		.sDin(dataIn_reg), .sWe(cp0RegWe[6]), .hDin(32'h0), .hWe(32'h0), .dout(regWired));
	Cp0Reg #(.SOFTWARE_MASK(0), .RESET_STATE(0)) RegBadVAddr(.clk(clk), .rst(rst),
		.sDin(dataIn_reg), .sWe(cp0RegWe[8]), .hDin(regBadVAddrDin), .hWe(regBadVAddrWe), .dout(regBadVAddr));
	Cp0Reg #(.SOFTWARE_MASK(32'hffffffff), .RESET_STATE(0)) RegCount(.clk(clk), .rst(rst), 
		.sDin(dataIn_reg), .sWe(cp0RegWe[9]), .hDin(regCount + 1'b1), .hWe(32'hffffffff), .dout(regCount));
	Cp0Reg #(.SOFTWARE_MASK(32'hffffe0ff), .RESET_STATE(0)) RegEntryHi(.clk(clk), .rst(rst),
		.sDin(dataIn_reg), .sWe(cp0RegWe[10]), .hDin(regEntryHiDin), .hWe(regEntryHiWe), .dout(regEntryHi));
	Cp0Reg #(.SOFTWARE_MASK(32'hffffffff), .RESET_STATE(0)) RegCompare(.clk(clk), .rst(rst),
		.sDin(dataIn_reg), .sWe(cp0RegWe[11]), .hDin(32'h0), .hWe(32'h0), .dout(regCompare));
	Cp0Reg #(.SOFTWARE_MASK(32'h1040ff17), .RESET_STATE(32'h10400004)) RegStatus(.clk(clk), .rst(rst),
		.sDin(dataIn_reg), .sWe(cp0RegWe[12]), .hDin(regStatusDin), .hWe(regStatusWe), .dout(regStatus));
	Cp0Reg #(.SOFTWARE_MASK(32'h00800300), .RESET_STATE(0)) RegCause(.clk(clk), .rst(rst),
		.sDin(dataIn_reg), .sWe(cp0RegWe[13]), .hDin(regCauseDin), .hWe(regCauseWe), .dout(regCause));
	Cp0Reg #(.SOFTWARE_MASK(32'hffffffff), .RESET_STATE(0)) RegEPC(.clk(clk), .rst(rst),
		.sDin(dataIn_reg), .sWe(cp0RegWe[14]), .hDin(regEPCDin), .hWe(regEPCWe), .dout(regEPC));
	Cp0Reg #(.SOFTWARE_MASK(32'h0), .RESET_STATE(32'h00_01_00_00)) RegPRId(.clk(clk), .rst(rst),
		.sDin(dataIn_reg), .sWe(cp0RegWe[15]), .hDin(0), .hWe(0), .dout(regPRId));
	Cp0Reg #(.SOFTWARE_MASK(32'h0), .RESET_STATE(32'h80000083)) RegConfig(.clk(clk), .rst(rst),
		.sDin(dataIn_reg), .sWe(1'b0), .hDin(0), .hWe(0), .dout(regConfig));
	Cp0Reg #(.SOFTWARE_MASK(32'h0), .RESET_STATE(32'h3ee97480)) RegConfig1(.clk(clk), .rst(rst),
		.sDin(dataIn_reg), .sWe(1'b0), .hDin(0), .hWe(0), .dout(regConfig1));
	Cp0Reg #(.SOFTWARE_MASK(32'hffffffff), .RESET_STATE(0)) RegErrorEPC(.clk(clk), .rst(rst),
		.sDin(dataIn_reg), .sWe(cp0RegWe[30]), .hDin(32'h0), .hWe(32'h0), .dout(regErrorEPC));
	assign cp0RegWe = cp0RegWe_reg;
	assign regIndexDin = regIndexIn;
	assign regIndexWe = {tlbp, 26'h0, {5{tlbp}}};
	assign regRandomDin = {27'h0, regRandomIn};
	assign regRandomWe = {27'h0, 5'b11111};
	assign regEntryLo0Din = regEntryLo0In;
	assign regEntryLo0We = {6'h0, {26{tlbr}}};
	assign regEntryLo1Din = regEntryLo1In;
	assign regEntryLo1We = {6'h0, {26{tlbr}}};	
	assign regPageMaskDin = regPageMaskIn;
	assign regPageMaskWe = {3'h0, {16{tlbr}}, 13'h0};
	assign regEntryHiDin = writeBadVAddr? badVAddrIn: regEntryHiIn;
	assign regEntryHiWe = {{19{tlbr | writeBadVAddr}}, 5'h0, {8{tlbr}}};
	assign regContextDin = {9'h0, badVAddrIn[31:13], 4'h0};
	assign regContextWe = {9'h0, {19{writeBadVAddr}}, 4'h0};
	assign regBadVAddrDin = badVAddrIn;
	assign regBadVAddrWe = {32{writeBadVAddr}};
	assign regEPCDin = regEPCIn;
	assign regEPCWe = {32{excAccept_reg & ~statusEXL_reg[1]}};
	reg [5:0] interruptCapture;
	wire timerInt = (regCount == regCompare);
	wire [7:0] interruptMasked = {timerInt, interruptReq, regCause[9:8]} & regStatus[15:8];
	always @ (posedge clk)
	begin
		if((interrupt & excAccept) | rst)
			interruptCapture <= 6'b0;
		else
		begin
			if(interruptMasked[7]) interruptCapture[5] <= 1'b1;
			if(interruptMasked[6]) interruptCapture[4] <= 1'b1;
			if(interruptMasked[5]) interruptCapture[3] <= 1'b1;
			if(interruptMasked[4]) interruptCapture[2] <= 1'b1;
			if(interruptMasked[3]) interruptCapture[1] <= 1'b1;
			if(interruptMasked[2]) interruptCapture[0] <= 1'b1;
		end
	end
	assign regCauseWe[15:10] = {6{eret | (interrupt & excAccept)}};
	assign regCauseWe[9:8] = {2{eret}};
	assign regCauseDin[15:10] = eret? 6'h0: interruptCapture;
	assign regCauseDin[9:8] = 2'b0;
	assign interrupt = |{interruptCapture, interruptMasked[1:0]} & (regStatus[2:0] == 3'b001);
	assign userMode = regStatus[4] & ~regStatus[1] & ~regStatus[2];
	assign statusEXL = regStatus[1];
	assign statusERL = regStatus[2];
	assign statusBEV = regStatus[22];
	assign causeIV = regCause[23];
	assign regEPCOut = regEPC;
	assign regErrorEPCOut = regErrorEPC;
	assign regEntryHiOut = regEntryHi;
	assign regEntryLo0Out = regEntryLo0;
	assign regEntryLo1Out = regEntryLo1;
	assign regPageMaskOut = regPageMask;
	assign regIndexOut = regIndex;
	assign regWiredOut = regWired[4:0];
	assign regCauseWe[31] = excAccept_reg & ~statusEXL_reg[1];
	assign regCauseDin[31] = bdIn;
	assign regStatusWe[1] = (eret & ~regStatus[2]) | excAccept;
	assign regStatusDin[1] = excAccept;
	assign regStatusWe[2] = eret;
	assign regStatusDin[2] = 1'b0;
	assign regCauseWe[6:2] = {6{excAccept_reg}};
	assign regCauseDin[6:2] = excCodeIn;
	assign regCauseWe[29:28] = {2{excAccept}};
	assign regCauseDin[29:28] = copNum;
	assign regCauseWe[30] = 0;
	assign regCauseWe[27:16] = 0;
	assign regCauseWe[7] = 0;
	assign regCauseWe[1:0] = 0;
	assign regCauseDin[30] = 0;
	assign regCauseDin[27:16] = 0;
	assign regCauseDin[7] = 0;
	assign regCauseDin[1:0] = 0;
	assign regStatusWe[31:3] = 0;
	assign regStatusWe[0] = 0;
	assign regStatusDin[31:3] = 0;
	assign regStatusDin[0] = 0;
	always @ (posedge clk)
	begin
		if(rst)
		begin
			dataIn_reg <= 32'h0;
			excAccept_reg <= 1'b0;
			dataOut <= 32'h0;
			statusEXL_reg <= 2'b00;
		end
		else
		begin
			rdField_reg <= rdField;
			selField_reg <= selField;
			dataIn_reg <= dataIn;
			excAccept_reg <= excAccept;
			case({rdField_reg, selField_reg})
			8'b00000_000: dataOut <= regIndex;
			8'b00001_000: dataOut <= regRandom;
			8'b00010_000: dataOut <= regEntryLo0;
			8'b00011_000: dataOut <= regEntryLo1;
			8'b00100_000: dataOut <= regContext;
			8'b00101_000: dataOut <= regPageMask;
			8'b00110_000: dataOut <= regWired;
			8'b01000_000: dataOut <= regBadVAddr;
			8'b01001_000: dataOut <= regCount;
			8'b01001_110: dataOut <= regSysTimerNext[31:0];
			8'b01001_111: dataOut <= regSysTimer[63:32];
			8'b01010_000: dataOut <= regEntryHi;
			8'b01011_000: dataOut <= regCompare;
			8'b01100_000: dataOut <= regStatus;
			8'b01101_000: dataOut <= regCause;
			8'b01110_000: dataOut <= regEPC;
			8'b01111_000: dataOut <= regPRId;
			8'b10000_000: dataOut <= regConfig;
			8'b10000_001: dataOut <= regConfig1;
			8'b11110_000: dataOut <= regErrorEPC;
			default: dataOut <= 32'h0;
			endcase
			statusEXL_reg[0] <= regStatus[1];
			statusEXL_reg[1] <= statusEXL_reg[0] & regStatus[1];
		end
		if(rst | EX_flush)
		begin
			cp0RegWe_reg <= 32'h0;
			tlbOp <= 2'b00;
			tlbp <= 1'b0;
			tlbr <= 1'b0;
			eret <= 1'b0;
		end
		else
		begin
			cp0RegWe_reg[0] <= (op == 3'b010) & (rdField == 5'h00);
			cp0RegWe_reg[1] <= (op == 3'b010) & (rdField == 5'h01);
			cp0RegWe_reg[2] <= (op == 3'b010) & (rdField == 5'h02);
			cp0RegWe_reg[3] <= (op == 3'b010) & (rdField == 5'h03);
			cp0RegWe_reg[4] <= (op == 3'b010) & (rdField == 5'h04);
			cp0RegWe_reg[5] <= (op == 3'b010) & (rdField == 5'h05);
			cp0RegWe_reg[6] <= (op == 3'b010) & (rdField == 5'h06);
			cp0RegWe_reg[7] <= (op == 3'b010) & (rdField == 5'h07);
			cp0RegWe_reg[8] <= (op == 3'b010) & (rdField == 5'h08);
			cp0RegWe_reg[9] <= (op == 3'b010) & (rdField == 5'h09);
			cp0RegWe_reg[10]<= (op == 3'b010) & (rdField == 5'h0a);
			cp0RegWe_reg[11]<= (op == 3'b010) & (rdField == 5'h0b);
			cp0RegWe_reg[12]<= (op == 3'b010) & (rdField == 5'h0c);
			cp0RegWe_reg[13]<= (op == 3'b010) & (rdField == 5'h0d);
			cp0RegWe_reg[14]<= (op == 3'b010) & (rdField == 5'h0e);
			cp0RegWe_reg[15]<= (op == 3'b010) & (rdField == 5'h0f);
			cp0RegWe_reg[16]<= (op == 3'b010) & (rdField == 5'h10);
			cp0RegWe_reg[17]<= (op == 3'b010) & (rdField == 5'h11);
			cp0RegWe_reg[18]<= (op == 3'b010) & (rdField == 5'h12);
			cp0RegWe_reg[19]<= (op == 3'b010) & (rdField == 5'h13);
			cp0RegWe_reg[20]<= (op == 3'b010) & (rdField == 5'h14);
			cp0RegWe_reg[21]<= (op == 3'b010) & (rdField == 5'h15);
			cp0RegWe_reg[22]<= (op == 3'b010) & (rdField == 5'h16);
			cp0RegWe_reg[23]<= (op == 3'b010) & (rdField == 5'h17);
			cp0RegWe_reg[24]<= (op == 3'b010) & (rdField == 5'h18);
			cp0RegWe_reg[25]<= (op == 3'b010) & (rdField == 5'h19);
			cp0RegWe_reg[26]<= (op == 3'b010) & (rdField == 5'h1a);
			cp0RegWe_reg[27]<= (op == 3'b010) & (rdField == 5'h1b);
			cp0RegWe_reg[28]<= (op == 3'b010) & (rdField == 5'h1c);
			cp0RegWe_reg[29]<= (op == 3'b010) & (rdField == 5'h1d);
			cp0RegWe_reg[30]<= (op == 3'b010) & (rdField == 5'h1e);
			cp0RegWe_reg[31]<= (op == 3'b010) & (rdField == 5'h1f);
			case(op)
			3'b011: tlbOp <= 2'b01; 
			3'b100: tlbOp <= 2'b10; 
			3'b101: tlbOp <= 2'b11; 
			default: tlbOp <= 2'b00;
			endcase
			tlbp <= (op == 3'b110);
			tlbr <= (op == 3'b011);
			eret <= (op == 3'b111);
		end
	end
	assign TLBop = tlbOp;
	assign regWiredWrite = cp0RegWe[6];
	assign copAccess[3:1] = regStatus[31:29];
	assign copAccess[0] = regStatus[28] | ~userMode;
endmodule
`timescale 1ns / 1ps
module Cp0Reg #(
	parameter SOFTWARE_MASK = 32'b0000_0000_0000_0000_0000_0000_0000_0000,
	parameter RESET_STATE = 32'b0000_0000_0000_0000_0000_0000_0000_0000
)
(
	input clk, input rst,
	input [31:0] sDin, input sWe,
	input [31:0] hDin, input [31:0] hWe,
	output [31:0] dout
);
	genvar i;
	generate
	for(i = 0; i < 32; i = i+1)
	begin: Cp0Reg_1b
		reg regBit = RESET_STATE[i];
		assign dout[i] = regBit;
		always @ (posedge clk)
		begin
			if(rst)
				regBit <= RESET_STATE[i];
			else
			begin
				if(SOFTWARE_MASK[i] & sWe)
					regBit <= sDin[i];
				else if(hWe[i])
					regBit <= hDin[i];
			end
		end
	end
	endgenerate
endmodule
==> ./run.sh <==
#!/bin/bash
# OpenROAD 26Q1-2900-gdf79404cd8, Yosys 0.63+post, stock flow scripts
make -C /OpenROAD-flow-scripts/flow DESIGN_CONFIG=/design/flow/config.mk WORK_HOME=/design/flow/orfs finish
==> ./config.mk <==
export PLATFORM = sky130hd
export DESIGN_NAME = Cp0
export DESIGN_NICKNAME = Cp0
export VERILOG_FILES = /design/flow/design.v
export SDC_FILE = /design/flow/constraint.sdc
export NUM_CORES = 4
export LEC_CHECK = 1
export CORE_UTILIZATION = 40
==> ./constraint.sdc <==
current_design Cp0

set clk_period 12.5
set clk_io_pct 0.2

create_clock -name clk0 -period $clk_period [get_ports {clk}]

set non_clock_inputs [all_inputs -no_clocks]
set_input_delay [expr $clk_period * $clk_io_pct] -clock clk0 $non_clock_inputs
set_output_delay [expr $clk_period * $clk_io_pct] -clock clk0 [all_outputs]
==> run notes <==
The layout was made with Yosys and OpenROAD.

After detailed routing, the number of vias per cell comes to 5.96. The largest voltage drop on the vdd net is 0.108 mV. Detailed routing inserted a total of 23100 vias.

Setup repair after global routing left no endpoint under its margin. The relative area change from synthesis to final layout is 21.6%. For the pin with the worst max-slew slack, the measured transition is 1020 ps. The synthesized instance count is 2902. At the worst endpoint, the required time is 10000 ps. The type recorded for the worst min-delay path is reg -> reg.

The first global-routing pass estimated 164000 um of wire. The clock transition time at the flip-flop clock pins of the worst setup and hold paths is 60 ps. STA lists the startpoint of the worst register-to-register path as rdField_reg[2]$_DFFE_PN_. The initial utilization of the core area, before any placement, comes to 40.7%. The internal reg-to-reg setup slack is 8740 ps. The post-route antenna net violation count is 0.

CTS placed an instance of sky130_fd_sc_hd__clkbuf_16 at the clock tree root. The number of cells reported by Yosys stat comes to 2902. The main flop type is sky130_fd_sc_hd__dfxtp_1. The area of the core is 60600 um2. The overall global routing resource usage is 37.8%. The number of DRC violations after detailed routing is 0.

Per the CTS log, the buffer count on the longest clock path is 3. Pins over their slew limit in the final report were tallied at 0. Hold is met by 446 ps. The number of antenna violations at the first check in global routing came to 8. In this run the core area contains 90 standard-cell rows. The tool warning count is 90. The power density over the cells is 119 nW/um2.

From left edge to right edge, the die measures 250 um. STA puts the critical path data arrival time at 2460 ps. The stat command in Yosys gives a chip area of 24600 um2. Per the detail_route report, routed wire per instance is 30.2 um. Per STA, the startpoint of the critical path is interruptCapture[2]$_SDFFE_PP0P_. The final cell area excluding filler cells is 30000 um2. The number of distinct library cells after synthesis is 76. After clock tree synthesis, the repair step resized 0 gates. In the final report, the number of hold violations comes to 0. STA classifies the critical path endpoint as an output pin. In this run the critical register-to-register path is captured at dataOut[0]$_SDFF_PP0_. STA classifies the critical path startpoint as a register. The total global routing overflow is 0. For the worst flop-to-flop path, the logic depth is 7. The count of yosys warnings during synthesis is 13. In the final layout, flip-flops and latches occupy 9480 um2. The count of input and output buffers is 443. The die is 250 um tall. The via count of the first global-routing pass was 21500. The maximum operating frequency is 0.202 GHz. According to the I/O placement log, the pin count is 565.

The total area of multi-input combinational cells is 12700 um2. The register with the most flip-flops in the layout has 64 of them. For the finished layout, the period the worst path requires is 4960 ps.

The maximum fanout along the worst path is 8. Counting flops with a built-in enable in the synthesized netlist gives 8. The maximum number of pins on one net before global-route repair is 135. The clock H-tree reported by CTS has 2 levels. The critical path is of the reg -> out type. After synthesis the cells add up to 24600 um2. The worst-case max-slew headroom was logged as 31.5%. In this run, synthesis produced a sequential element count of 469. The total negative slack is 0 ps. The number of maximum-capacitance violations is 0. The number of setup buffers added after CTS is 0. The capture point of the critical path was reported as interrupt. The flow ran to the end, and the final reports show no timing, DRC or antenna violations. The post-place instance area is 28100 um2. The CTS report gives the tree buffer count as 53. Per the synth stats, the proportion of register bits with asynchronous set or reset is 0%. The fraction of layout cells with a size suffix above 1 is 6.34%.

The clock sink count is 469. The clock insertion delay at the later pin of the skew report is 630 ps. The final HPWL from detailed placement is 86700 um. The CTS tree is done. Fill cells in the final layout number 5529. Summed over all cells, the static leakage comes to 0.0102 uW. For this run, the detailed router's first-pass iteration total came to 6.

Post-route period utilization is reported as 39.6%. The number of design-rule violations left by the first detailed-router iteration is 2357. The average footprint of a synthesized cell is 8.49 um2. In this run, post-CTS hold repair placed 0 buffers. The total die size is 62600 um2. The clock skew is 34.3 ps.

The final weighted congestion recorded by global placement is 1.02. The final wirelength is 117000 um. Summing the sequential cell areas from Yosys gives 38.4% of the chip area.

The total setup violations reported at the end of the flow is 0. The largest register by flop count is regSysTimer.
==> report_power, final <==
part           internal (uW)  switching, uW  total, uW
sequential              1530           72.8       1610
clock                    961            672       1630
combinational            155            188        343
total                   2650            933       3580
==> per-stage QoR <==
step	utilization (%)	std cells	setup slack (ps)	power (uW)
after detailed placement	46.5	3779	7700	1970
after global placement	46.5	3779	7730	1970
after CTS	49.5	3875	7540	3590
final	49.5	3876	7540	3580
after global routing	49.5	3876	7490	3670
after floorplan	-	2963	8470	1770
==> worst min-delay path by stage <==
stage	cells past startpoint	slack, ps	end	start
CTS	1	440	statusEXL_reg[1]$_SDFF_PP0_	statusEXL_reg[0]$_SDFF_PP0_
global route	2	490	RegEntryHi.Cp0Reg_1b[29].regBit$_SDFFE_PP0P_	RegEntryHi.Cp0Reg_1b[29].regBit$_SDFFE_PP0P_
finish	1	450	statusEXL_reg[1]$_SDFF_PP0_	statusEXL_reg[0]$_SDFF_PP0_
==> area by class of cell <==
type                    instances  share of cell area (%)
flip-flops and latches        469                    31.6
diodes                          1                 0.00835
clock buffers                  82                    5.32
well taps                     782                    3.27
repair buffers                503                    16.4
inverters                      25                   0.313
multi-input cells            2000                    42.3
clock inverters                14                   0.731
==> worst max-delay path, stage by stage, from the launching register on <==
cell and delay, ps:
sky130_fd_sc_hd__dfxtp_1 330, sky130_fd_sc_hd__or4_1 550, sky130_fd_sc_hd__o311a_1 410, sky130_fd_sc_hd__clkdlybuf4s50_1 550
==> cell usage in the layout, fill, tap and decap left out, types with 11 or more instances in the layout <==
master	n
sky130_fd_sc_hd__and3_1	25
sky130_fd_sc_hd__nand4_1	45
sky130_fd_sc_hd__or3_1	19
sky130_fd_sc_hd__nand2_1	143
sky130_fd_sc_hd__o21ai_0	70
sky130_fd_sc_hd__xnor2_1	57
sky130_fd_sc_hd__nor2_1	427
sky130_fd_sc_hd__clkbuf_1	13
sky130_fd_sc_hd__a21oi_1	172
sky130_fd_sc_hd__and4_1	17
sky130_fd_sc_hd__a211oi_1	88
sky130_fd_sc_hd__clkdlybuf4s50_1	441
sky130_fd_sc_hd__o31ai_1	18
sky130_fd_sc_hd__nor3_1	36
sky130_fd_sc_hd__xor2_1	23
sky130_fd_sc_hd__a22o_1	16
sky130_fd_sc_hd__nand3_1	80
sky130_fd_sc_hd__and2_1	15
sky130_fd_sc_hd__a22oi_1	64
sky130_fd_sc_hd__mux2_2	12
sky130_fd_sc_hd__o21a_1	18
sky130_fd_sc_hd__o22ai_1	24
sky130_fd_sc_hd__a31oi_1	14
sky130_fd_sc_hd__clkbuf_16	53
sky130_fd_sc_hd__a221oi_1	14
sky130_fd_sc_hd__dfxtp_1	454
sky130_fd_sc_hd__nor3b_1	11
sky130_fd_sc_hd__nor4_1	25
sky130_fd_sc_hd__clkbuf_8	16
sky130_fd_sc_hd__or4_1	21
sky130_fd_sc_hd__mux2i_1	284
sky130_fd_sc_hd__conb_1	62
sky130_fd_sc_hd__nand2b_1	12
sky130_fd_sc_hd__inv_1	23
sky130_fd_sc_hd__a311oi_1	21
sky130_fd_sc_hd__buf_4	58
sky130_fd_sc_hd__nor2b_1	49
==> cells by family after synthesis <==
group | Yosys count | synth area share, %
AND-OR/OR-AND | 588 | 16.0
multiplexers | 298 | 12.3
other | 1 | 0.0152
buffers and inverters | 494 | 11.2
XOR/XNOR | 80 | 2.84
AND/OR/NAND/NOR | 970 | 19.1
adder cells (fa/ha/maj) | 2 | 0.102
flip-flops | 469 | 38.4
==> layer usage <==
metal	global-route usage, %	share of wire (%)	vias to the layer above	routed length, um
met5	0	0.034	-	40
met4	9.22	3.0	6	3500
met3	12.8	11	170	12700
met2	54.9	44	1125	51000
met1	54.9	43	11400	49800
li1	-	-	10400	-
==> cells in the mapped netlist (14+ instances only) <==
| library cell | n | area (um2) |
|---|---|---|
| sky130_fd_sc_hd__a211oi_1 | 88 | 661 |
| sky130_fd_sc_hd__nand4_1 | 45 | 282 |
| sky130_fd_sc_hd__mux2i_1 | 284 | 2840 |
| sky130_fd_sc_hd__xor2_1 | 23 | 201 |
| sky130_fd_sc_hd__nor4_1 | 26 | 163 |
| sky130_fd_sc_hd__nor2b_1 | 52 | 325 |
| sky130_fd_sc_hd__buf_2 | 14 | 70.1 |
| sky130_fd_sc_hd__nand3_1 | 80 | 400 |
| sky130_fd_sc_hd__or4_1 | 21 | 158 |
| sky130_fd_sc_hd__or3_1 | 19 | 119 |
| sky130_fd_sc_hd__a22o_1 | 16 | 140 |
| sky130_fd_sc_hd__and3_1 | 25 | 156 |
| sky130_fd_sc_hd__nor3_1 | 37 | 185 |
| sky130_fd_sc_hd__a311oi_1 | 21 | 184 |
| sky130_fd_sc_hd__and2_1 | 15 | 93.8 |
| sky130_fd_sc_hd__inv_1 | 23 | 86.3 |
| sky130_fd_sc_hd__buf_4 | 232 | 1740 |
| sky130_fd_sc_hd__nand2_1 | 143 | 537 |
| sky130_fd_sc_hd__a21oi_1 | 172 | 861 |
| sky130_fd_sc_hd__o22ai_1 | 24 | 150 |
| sky130_fd_sc_hd__o31ai_1 | 18 | 135 |
| sky130_fd_sc_hd__o21a_1 | 18 | 135 |
| sky130_fd_sc_hd__and4_1 | 17 | 149 |
| sky130_fd_sc_hd__xnor2_1 | 57 | 499 |
| sky130_fd_sc_hd__nor2_1 | 428 | 1610 |
| sky130_fd_sc_hd__clkbuf_1 | 180 | 676 |
| sky130_fd_sc_hd__dfxtp_1 | 461 | 9230 |
| sky130_fd_sc_hd__a22oi_1 | 64 | 480 |
| sky130_fd_sc_hd__buf_1 | 35 | 131 |
| sky130_fd_sc_hd__o21ai_0 | 70 | 350 |
| sky130_fd_sc_hd__a221oi_1 | 14 | 123 |
| sky130_fd_sc_hd__a31oi_1 | 14 | 87.6 |
Power figures rest on the tool's default switching activity, not on a simulated workload.
